<file path="flow/config.mk">
export PLATFORM = sky130hd
export DESIGN_NAME = BintoBCD
export DESIGN_NICKNAME = BintoBCD
export VERILOG_FILES = /design/flow/design.v
export SDC_FILE = /design/flow/constraint.sdc
export NUM_CORES = 4
export LEC_CHECK = 1
export CORE_AREA = 10 10 70 70
export DIE_AREA = 0 0 80 80
</file>
<file path="flow/constraint.sdc">
current_design BintoBCD

set clk_period 3.7
set clk_io_pct 0.2

create_clock -name clk0 -period $clk_period

set non_clock_inputs [all_inputs -no_clocks]
set_input_delay [expr $clk_period * $clk_io_pct] -clock clk0 $non_clock_inputs
set_output_delay [expr $clk_period * $clk_io_pct] -clock clk0 [all_outputs]
</file>
<file path="flow/design.v">
`timescale 1ns / 1ps
module BintoBCD(    
    input [6:0] binary,
    output reg [7:0] bcd
);
integer i;
always @(binary) begin
   bcd = 0;
    for (i=6; i>=0; i=i-1) begin
        if (bcd[7:4] >= 5)
            bcd[7:4] = bcd[7:4] + 3;
        if (bcd[3:0] >= 5)
            bcd[3:0] = bcd[3:0] + 3;
        bcd[7:4] = bcd[7:4] << 1;
        bcd[4] = bcd[3];
        bcd[3:0] = bcd[3:0] << 1;
        bcd[0] = binary[i];
    end
end
endmodule
</file>
<file path="flow/run.sh">
#!/bin/bash
# OpenROAD 26Q1-2900-gdf79404cd8, Yosys 0.63+post, stock flow scripts
make -C /OpenROAD-flow-scripts/flow DESIGN_CONFIG=/design/flow/config.mk WORK_HOME=/design/flow/orfs finish
</file>
==> results.toml <==
# yosys + openroad results
[run_status]
status = "finished with violations"
violations = "negative setup slack"

[place]
dp_hpwl_mm = 1.50
dp.cells = 169
gp_congestion = 0.867
io_buffers = 13
dp_slack_ns = -2.02

[synth]
top_area_share_pct = 19.1
synth_area_leader_cell = "ha_1"
synthTopCellsByArea = "ha_1, inv_1, a21oi_1"
synth_area_um2 = 656
syn_inst = 83
postSynthSeqShare_pct = 0
ys_types = 39
syn_area_per_cell_um2 = 7.90
synth_chip_area_um2 = 656
ys_warn_count = 1
yosysCellCount = 83

[routing]
diodes = 0
drtIter0Drc = 30
routedWlPerCell_um = 10.1
vias_per_cell = 4.28
drt_wl_total_mm = 1.83
drcViolationCount = 0
antenna_left = 0
drt-pass1-iter-count = 3
vias = 779

[finish]
drive_above_1_share_pct = 67.6
nClkBuffers = 0
lay_top_count = "buf_4"
final_cells = 182
ff_count = 0
syn2layout_area_growth_pct = 111
layout_top_cells = "buf_4, buf_2, nor2_1, inv_1, ha_4"
ff_latch_area_um2 = 0
finish.utilization_pct = 40.5

[cts]
cts_hold_buf = 0

[grt]
first_global_vias = 803
grtUsageTotal_pct = 6.17
grt_first_pass_wirelength_mm = 3.47
grt_max_degree = 8
grt_overflow = 0
antenna_found_initial = 0

[final_timing]
drv_slew = 0
period_minus_slack_ns = 4.89
setup_viol = 7
rsz0062_at_grt = "true"
relSlewSlack_pct = 81.0
setup_tns_ns = -7.87
max_freq_mhz = 204
tightest_slew_ns = 0.285
layout_setup_ws_ns = -1.19
finalCritPeriodShare_pct = 132
hold_viol_final = 0

[die]
io_pins = 15
rows = 21
die.size.y_um = 80
die_width_um = 80
coreArea_um2 = 3420
chipArea_um2 = 6400
initial_utilization_pct = 19.2

[worst_hold_path]
hold_end = "bcd[0]"
hp-start = "binary[0]"
hold_class = "in2out"
hold_depth = 0

[power_and_ir_drop]
leakage_nw = 0.628
peakVddDrop_uv = 63.7
powerDensity_nw_per_um2 = 289
p_total_mw = 0.401

[setup_path]
critPathArrivalTime_ns = 4.15
critical_path.endpoint_type = "output port"
startpoint_type = "input port"
crit_fanout = 4
worstPathRequired_ns = 2.96
path_class = "in2out"

[run]
warnings = 39
max-cap-violations = 0
cell usage after synthesis (2+ instances only):
library cell / n
a21oi_1: 6
ha_1: 10
inv_1: 11
mux2_2: 2
mux2_4: 2
mux2i_1: 2
nand2_1: 3
nand2b_1: 3
nand3_1: 3
nor2_1: 6
nor2b_1: 3
o21ai_0: 2
o21bai_1: 2
xnor2_1: 3
how the worst max path moves through the flow:
stage	endpoint	slack, ns	cells after the start	startpoint
CTS	bcd[6]	-1.25	26	binary[4]
global route	bcd[6]	-1.41	25	binary[4]
finish	bcd[6]	-1.19	25	binary[4]
kinds of logic (layout without fill, tap and decap cells):
logic type / after synthesis / in the layout / share of synthesized area [%]
and+or+nand+nor: 23 / 23 / 18.3
muxes: 7 / 7 / 13.2
buffers and inverters: 12 / 65 / 7.44
xor gates and xnor gates: 5 / 5 / 9.54
adders and majority gates: 10 / 10 / 19.1
AOI/OAI and AO/OA: 26 / 26 / 32.4
layer usage:
layer	up-vias	global-route usage [%]	share of wire [%]
met4	0	0	0
met3	0	1.02	5.8
li1	410	-	-
met5	-	0	0
met2	12	10.2	45
met1	357	8.67	50
timing repair:
| action | 4_1_cts | 5_1_grt |
|---|---|---|
| setup buffers | 11 | 4 |
| endpoints found under the setup margin | 7 | 7 |
| gates resized | 50 | 9 |
| pin swaps | 17 | 13 |
| cloned | 0 | 0 |
worst max-delay path, stage by stage:
cell and delay, ns:
buf_12 0.12, inv_16 0.04, ha_4 0.12, inv_4 0.03, ha_4 0.15, a21oi_4 0.14, xnor2_2 0.13, inv_1 0.08
ha_2 0.18, nor2b_4 0.12, or3_4 0.38, and3_4 0.20, xnor2_4 0.16, ha_2 0.17, nand2b_4 0.16, nor2b_4 0.13
mux2i_2 0.18, ha_2 0.20, inv_2 0.04, ha_4 0.15, buf_6 0.11, a21oi_4 0.13, nor2_1 0.06, a21oi_1 0.11
buf_2 0.11
cell type report:
cell class,count,area (um2)
Fill cell,334,2030
Tap cell,46,57.6
Timing Repair Buffer,54,428
Inverter,11,67.6
Multi-Input combinational cell,71,831
report_power, final:
group	leakage [nW]	internal, mW	switching [mW]
clock	0	0	0
combinational	0.628	0.238	0.163
sequential	0	0	0
total	0.628	0.238	0.163
per-stage QoR:
step / hold WS [ns] / cell area, um2
5_1_grt: 1.48 / 1380
3_3_place_gp: 1.48 / 1190
6_report: 1.48 / 1380
4_1_cts: 1.48 / 1330
3_5_place_dp: 1.48 / 1190
2_1_floorplan: 1.51 / 786
Power figures rest on the tool's default switching activity, not on a simulated workload.
