### flow/design.v
`timescale 1ns / 1ps
module distanceCovered(clk100MHz, X, reset, distance_val);
    input wire clk100MHz, X, reset;
    output reg [19:0] distance_val;
    integer num_halfMiles;
    wire [19:0] step_count;
    initial begin
        num_halfMiles = 0;
    end
    risingEdge_detect detector1 (.clk100MHz(clk100MHz), .X(X), .reset(reset), .step_count(step_count));
    always@(step_count) begin
        num_halfMiles = step_count >> 11;
        distance_val = (num_halfMiles * 5);
    end
endmodule
`timescale 1ns / 1ps
module risingEdge_detect(clk100MHz, X, reset, step_count);
    input wire clk100MHz, X, reset;
    output reg [19:0] step_count;
    localparam 
        Reset = 2'b00,
        Init = 2'b01,
        RiseEd = 2'b10,
        FallEd = 2'b11;
    reg [1:0] Current_State, Next_State;
    initial begin
        Current_State = Reset;
    end
    always@(posedge clk100MHz) begin
        Current_State <= Next_State;
    end
    always@(Current_State) begin
        case(Current_State)
            Reset:  step_count = 0;
            RiseEd: step_count = step_count + 1;
            default: step_count = step_count;
       endcase   
    end
    always@(X) begin
        case(Current_State)
            Reset: begin
                Next_State = Init;
            end
            Init: begin
                if(reset)
                    Next_State = Reset;
                else if(!X)
                    Next_State = Init;
                else
                    Next_State = RiseEd;
            end
            RiseEd: begin
                if(reset)
                    Next_State = Reset;
                else if(!X)
                    Next_State = FallEd;
                else
                    Next_State = RiseEd;
            end
            FallEd: begin
                if(reset)
                    Next_State = Reset;
                else if(!X)
                    Next_State = Init;
                else
                    Next_State = RiseEd;
            end
            default: Next_State = Current_State;
       endcase
    end
endmodule
### flow/run.sh
#!/bin/bash
# OpenROAD 26Q1-2900-gdf79404cd8, Yosys 0.63+post, stock flow scripts
make -C /OpenROAD-flow-scripts/flow DESIGN_CONFIG=/design/flow/config.mk WORK_HOME=/design/flow/orfs finish
### flow/config.mk
export PLATFORM = sky130hd
export DESIGN_NAME = distanceCovered
export DESIGN_NICKNAME = distanceCovered
export VERILOG_FILES = /design/flow/design.v
export SDC_FILE = /design/flow/constraint.sdc
export NUM_CORES = 4
export LEC_CHECK = 1
export CORE_AREA = 10 10 93 93
export DIE_AREA = 0 0 103 103
### flow/constraint.sdc
current_design distanceCovered

set clk_period 1.3
set clk_io_pct 0.2

create_clock -name clk0 -period $clk_period [get_ports {clk100MHz}]

set non_clock_inputs [all_inputs -no_clocks]
set_input_delay [expr $clk_period * $clk_io_pct] -clock clk0 $non_clock_inputs
set_output_delay [expr $clk_period * $clk_io_pct] -clock clk0 [all_outputs]
==> notes.md <==
The implementation run finished. The flow ran to the end, and the final reports show no timing, DRC or antenna violations. Via count of the first global-routing pass landed at 994. Initial detailed-routing violation count landed at 35.

Final setup violation count landed at 0. Entering global routing, the biggest net connects 23 pins. In the post-route analysis, the smallest setup slack over all paths is 0.514 ns. Synthesized area divided by synthesized cell count landed at 8.13 um^2. In this run, CTS created clock tree buffers numbering 3. The die is 103 um tall.

Cts-stage hold buffer count landed at 0. Mapped cell area landed at 0.00131 mm^2. Ratio of final minimum period to clock period landed at 60.5%. From synthesis to final layout, the design area changed by 18.1%. Routed length per placed instance landed at 9.77 um. Via density per instance landed at 4.27. Count of buffers inserted at the top-level ports landed at 14. Counting distinct cell types in the post-synthesis netlist gives 37.

Detailed placement finished with a half-perimeter wire length of 1980 um. Data on the critical path is required at its endpoint by 1.44 ns. Number of register pins that no clock reaches landed at 20. In this run the cell area measured after placement is 0.00150 mm^2.

Weighted congestion reported at the end of routability-driven placement landed at 0.784. The tool warning count for the run is 25. The most frequently used library cell after synthesis is dlxtn_1.

The biggest area contributor in the post-synthesis netlist is dlxtn_1. Final design utilization landed at 22.9%. Post-CTS repair changed the size of 0 cells. Per the layout report, the design carries 741 filler cells. The critical path is of the input port to flop type. Per the post-CTS timing run, clock transition at the registers of the reported paths is 0.03 ns.

For this design the ratio of total power to cell area is 299 mW/mm^2. Hold-check failures listed in the final report amount to 0. Core region area landed at 0.00676 mm^2. Number of DRC violations after detailed routing landed at 0. Number of instances in the placed design landed at 251. Flop-to-flop setup slack landed at 0.63 ns. The worst hold path begins at detector1.Current_State[1]. Buffers added to address setup during post-CTS repair amount to 0. According to the timing report, the arrival time at the worst endpoint equals 0.92 ns. The synthesized design contains 0 enable-type register cells. The worst hold path terminates at detector1.Current_State[0].

Number of cells on the worst hold path landed at 1. In this build the clock could be raised as far as 1270 MHz. Total via count after detailed routing landed at 1,085. Top fanout value on the critical path landed at 2. The synthesis report names the predominant flop master as dlxtn_1.

For reference, the top cells by area after synthesis are dlxtn_1 (23%), ha_1 (14%), xnor2_1 (8.0%). Sum of negative setup slack landed at 0 ns. Number of antenna violations at the first check in global routing landed at 0. Total iterations of the first detailed-routing run landed at 2.

Per the OpenROAD floorplan log, the area of the die is 0.0106 mm^2. After synthesis, the chip area reported by Yosys is 0.00131 mm^2. The most critical setup path has its startpoint at X. After synthesis, the design contains 161 cells according to Yosys. Post-place setup slack landed at 0.293 ns. In this run the critical register-to-register path is launched from detector1.Current_State[0]. The analysis attributes to cell leakage a power of 0.608 nW.

Count of endpoints without a timing constraint landed at 32. The final report lists a non-filler cell total of 254. Counting instances in the post-synthesis netlist gives the leading cell types as dlxtn_1 (20), nor2_1 (19), ha_1 (15). CTS H-tree depth landed at 1.

Finished layout cell area landed at 0.00155 mm^2. Core utilization at floorplan landed at 19.4%. The floorplan has 30 rows.

Once detail routing completed, the nets flagged for antenna violations numbered 0. Number of primary I/O pins landed at 23. The longest clock path from root to sink contains 2 buffers. Worst ir drop on vdd landed at 0.255 mV. Area share of the largest cell type after synthesis landed at 22.9%. Measured along the x axis, the die boundary spans 103 um. Number of instances in the synthesized netlist landed at 161. Max capacitance violation total landed at 0.

The global route stage reports its total congestion overflow as 0. The worst register-to-register path ends at detector1.Current_State[1]. After synthesis, the share of flip-flops with an asynchronous set or reset is 0%. Per the final layout report, the fraction of cells sized above drive strength 1 comes to 8.62%.

Checking hold timing, the worst path is listed with class flop to flop. Yosys reported a register bit count of 22. Clock network latency to the later pin of the worst-skew pair landed at 0.21 ns.

STA classifies the critical path endpoint as a flop. Total wire length landed at 2480 um. Global routing used 4.66% of the available tracks across all layers.

Setup repair after global routing left no endpoint under its margin. Length in cells of the worst reg-to-reg path landed at 2. Final tally of max-slew violations landed at 0. Worst clock skew landed at 0.00323 ns. STA classifies the critical path startpoint as an input port.

Per the CTS log, the root buffer master is clkbuf_8. TritonCTS built the clock tree. The first global-routing pass estimated 4290 um of wire. Post-layout minimum cycle time landed at 0.786 ns. The number of antenna diodes in the final layout is 0. Yosys printed 22 warnings.
area by class of cell:
cell class	count	area (um^2)	share of cell area, %
clock buffer	3	41.3	2.67
inverter	6	22.5	1.46
multi-input combinational	127	886	57.3
sequential	22	340	22.0
tap	80	100	6.48
timing repair buffer	16	155	10.0
report_power, final:
part / switching, mW / internal [mW] / total [mW]
registers: 0.00802 / 0.142 / 0.150
clock network: 0.0467 / 0.196 / 0.242
logic: 0.0469 / 0.0227 / 0.0697
total: 0.102 / 0.360 / 0.462
state kept, by name, summed over array words and instances, names as in the netlist:
signal / flops
detector1.Current_State: 2
detector1.step_count: 20
logic make-up (layout without fill, tap and decap cells):
family / count (synthesis) / count (layout) / share of synthesized area (%)
buf+inv: 19 / 25 / 8.32
other cells: 1 / 8 / 0.287
latches: 20 / 20 / 22.9
xor+xnor: 17 / 17 / 11.4
simple gates: 57 / 57 / 24.3
compound gates: 28 / 28 / 13.0
fa+ha+maj: 16 / 16 / 15.9
flops: 2 / 2 / 3.06
mux: 1 / 1 / 0.860
worst max-delay path, cell delays in order:
cell and delay (ns):
clkdlybuf4s50_1 0.47, nand2_1 0.05, a21oi_1 0.14
worst max-delay path by stage:
stage / end / slack [ns] / cells after the start
global route: detector1.Current_State[1] / 0.50 / 3
CTS: detector1.Current_State[1] / 0.51 / 3
finish: detector1.Current_State[1] / 0.51 / 3
placed cells by master, fill, tap and decap left out, types with 2 or more instances in the layout:
master,instances
nor4_1,4
nand4_1,6
clkdlybuf4s50_1,14
o21ai_0,7
conb_1,8
clkbuf_8,3
nand2b_1,2
buf_4,2
nor2_1,19
nand2_1,8
nor3_1,3
nand3_1,4
xnor2_1,12
o21bai_1,2
inv_1,6
a211oi_1,4
ha_1,15
dfxtp_1,2
a21o_1,2
a21oi_1,9
dlxtn_1,20
xor2_1,5
or3_2,2
routing by layer:
metal  part of all wire, %  track usage, %  wire [um]
met1                    48            6.04       1200
met2                    48            8.48       1190
met3                   3.2           0.339         80
met4                  0.40           0.535         10
met5                     0               0          0
stage by stage:
step | power (mW) | hold slack (ns)
CTS | 0.474 | 0.452
detailed placement | 0.224 | 0.451
global placement | 0.224 | 0.440
floorplan | 0.207 | 0.329
finish | 0.462 | 0.447
global route | 0.491 | 0.475
Power figures rest on the tool's default switching activity, not on a simulated workload.
