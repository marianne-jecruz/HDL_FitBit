==> /design/flow/design.v <==
module ClockDivider(
    input wire clk,
    output wire clk_div
);
    reg [17:0] count;
    parameter DIVIDER = 1666;  
    always @(posedge clk) begin
        if (count == DIVIDER - 1)
            count <= 0;
        else
            count <= count + 1;
        if (count == DIVIDER - 1)
            clk_div <= ~clk_div;  
    end
endmodule
module HighActivityTimer(
    input wire clk,
    input wire reset,
    input wire X,
    output reg [5:0] high_activity_time
);
    reg [17:0] sample_counter;
    reg [5:0] total_time;
    reg sample_triggered;  
    reg pulse_detected;    
    ClockDivider clk_divider(
        .clk(clk),
        .clk_div(),
    );
    always @(posedge clk) begin
        if (X && !sample_triggered)
            pulse_detected <= 1;
        if (pulse_detected)
            sample_triggered <= 1;
        if (sample_triggered)
            sample_counter <= sample_counter + 1;
        if (X)
            pulse_detected <= 0;
        if (sample_counter == 9) begin
            if (pulse_detected)
                total_time <= total_time + 1;
            else
                total_time <= 0;
            sample_triggered <= 0;
            sample_counter <= 0;
        end
    end
    always @(posedge clk or posedge reset) begin
        if (reset)
            high_activity_time <= 0;
        else if (total_time == 60)
            high_activity_time <= high_activity_time + 1;
    end
endmodule
==> /design/flow/run.sh <==
#!/bin/bash
# OpenROAD 26Q1-2900-gdf79404cd8, Yosys 0.63+post, stock flow scripts
make -C /OpenROAD-flow-scripts/flow DESIGN_CONFIG=/design/flow/config.mk WORK_HOME=/design/flow/orfs finish
==> /design/flow/config.mk <==
export PLATFORM = sky130hd
export DESIGN_NAME = HighActivityTimer
export DESIGN_NICKNAME = HighActivityTimer
export VERILOG_FILES = /design/flow/design.v
export SDC_FILE = /design/flow/constraint.sdc
export NUM_CORES = 4
export LEC_CHECK = 1
export CORE_AREA = 10 10 99 99
export DIE_AREA = 0 0 109 109
==> /design/flow/constraint.sdc <==
current_design HighActivityTimer

set clk_period 2.1
set clk_io_pct 0.2

create_clock -name clk0 -period $clk_period [get_ports {clk}]

set non_clock_inputs [all_inputs -no_clocks]
set_input_delay [expr $clk_period * $clk_io_pct] -clock clk0 $non_clock_inputs
set_output_delay [expr $clk_period * $clk_io_pct] -clock clk0 [all_outputs]
==> flow_metrics.tcl <==
# place-and-route summary
set metrics [dict create \
    global_route.peak_usage_layer "met2" \
    die-width_um 109 \
    cts-root-to-sink-buffers 2 \
    route.detailed.drc 0 \
    worst_path_cell_with_the_longest_stage_delay "sky130_fd_sc_hd__dfxtp_1" \
    r2r-end "total_time[1]" \
    max_stage_delay_ns 0.45 \
    final.setup.tns_ns 0 \
    timing_worst_slew_pin_value_ns 0.2918 \
    routed-via-count 911 \
    stage_log_warnings 27 \
    clock_sinks 32 \
    global_route.overflow_total 0 \
    fillerInstances 820 \
    final-seq-area_um2 730.7 \
    timing.critical_path.arrival_ns 1.70 \
    path_cells "ha_1 > nor4b_1 > nand4_1 > nor4_4 > buf_4" \
    final_core_util 0.2264 \
    worstReg2RegStart "sample_counter[0]" \
    final_worst_path_period_need_ns 1.718 \
    post_route_cells_drive_above_1_share 0.1156 \
    post_route_clock_skew_ns 0.01055 \
    detailedPlacementHpwl_um 1684 \
    detail_route.wirelength_um 2268 \
    run_status "complete, no violations" \
    synthToLayoutAreaGrowth_pct 21.46 \
    drt_iter0_markers 41 \
    power.density_nw_per_um2 634.4 \
    first_global_vias 904 \
    max_freq_mhz 582.0 \
    routed_wire_length_per_instance_um 9.108 \
    number_of_antenna_violations_at_the_first_check_in_global_routing 0 \
    clock.latency.late_pin_ns 0.28 \
    regToRegSetupSlack_ns 0.38 \
    placement.io_buffers 8 \
    synthDistinctLibCells 28 \
    tritoncts_clock_tree "built" \
    grt_setup_unrepaired "no" \
    timing.slew.headroom 0.8037 \
    ctsHtreeMaxLevel 2 \
    number_of_buffers_inserted_to_repair_setup_after_cts 0 \
    hold_class "in2async" \
    worst-path-max-fanout 11 \
    yosysWarningCount 3 \
    required_ns 2.08 \
    synth.cell_area_um2 1440 \
    met3_usage 0.01553 \
    leakagePower_nw 0.6848 \
    chip_area_um2 11880 \
    grt_max_degree 12 \
    place.detailed.instances 241 \
    place_congestion 0.7729 \
    groute.layer.met2.usage 0.06084 \
    async_flop_share 0.1875 \
    fin_total_pwr_mw 1.110 \
    ys_seq_elements 32 \
    cell_rows 32 \
    setup_violations 0 \
    postSynth.topFlopCell "sky130_fd_sc_hd__dfxtp_1" \
    multiInputGateArea_um2 686.9 \
    post_synth.cell_area_avg_um2 11.08 \
    count_of_library_flops_with_an_enable_pin 6 \
    grt_first_pass_wirelength_um 4098 \
    cp-start-kind "flip-flop" \
    route.antenna.diode_count 0 \
    floorplan_utilization 0.1864 \
    synth-seq-area-share 0.5074 \
    ant_nets 0 \
    postCtsResizedCells 0 \
    reg2regPathDepth 5 \
    clock-root-buffer "sky130_fd_sc_hd__clkbuf_8" \
    vert_die_dim_um 109 \
    clk_transition_reported_paths_ns 0.07 \
    finalHoldWorstSlack_ns 0.3540 \
    hold_viol_final 0 \
    global_route.usage.total 0.04130 \
    final_max_slew_viol_count 0 \
    pin_count 9 \
    syn-instance-count 130 \
    detail_route.first_pass.iterations 5 \
    placeableCoreArea_um2 7727 \
    critPathKind "reg2reg" \
    groute.layer.met1.usage 0.05705 \
    endpoint_kind "flip-flop" \
    cts.hold.buffers_added 0 \
    ir_worst_vdd_mv 0.2443 \
    period_used_share 0.8182 \
    max_cap_violations 0 \
    vias_per_cell 3.659 \
    finish.cell_count_without_fillers 249 \
    yosys-stat-cells 130 \
    yosys_stat_chip_area_um2 1440 \
    clock_buffer_count_from_cts 5 \
]
==> Yosys cell counts, types with 2 or more instances <==
cell,n,area [um2]
sky130_fd_sc_hd__and2_1,4,25.02
sky130_fd_sc_hd__and3_1,3,18.77
sky130_fd_sc_hd__dfrtp_1,6,150.1
sky130_fd_sc_hd__dfxtp_1,20,400.4
sky130_fd_sc_hd__edfxtp_1,6,180.2
sky130_fd_sc_hd__ha_1,5,62.56
sky130_fd_sc_hd__inv_1,6,22.52
sky130_fd_sc_hd__nand2_1,13,48.80
sky130_fd_sc_hd__nand3_1,7,35.03
sky130_fd_sc_hd__nand4_1,5,31.28
sky130_fd_sc_hd__nand4_4,2,42.54
sky130_fd_sc_hd__nor2_1,10,37.54
sky130_fd_sc_hd__nor2b_1,2,12.51
sky130_fd_sc_hd__nor3_1,2,10.01
sky130_fd_sc_hd__nor4_4,2,42.54
sky130_fd_sc_hd__nor4b_1,2,17.52
sky130_fd_sc_hd__xnor2_1,16,140.1
sky130_fd_sc_hd__xor2_1,9,78.83
==> worst max path at each step <==
stage	startpoint	endpoint
6_report	sample_counter[0]	total_time[1]
4_1_cts	sample_counter[0]	total_time[2]
5_1_grt	sample_counter[0]	total_time[2]
==> cells in the final DEF (no fill, tap or decap), types with 2 or more instances in the layout <==
| cell type | Yosys | final |
|---|---|---|
| sky130_fd_sc_hd__nor4b_1 | 2 | 2 |
| sky130_fd_sc_hd__xnor2_1 | 16 | 16 |
| sky130_fd_sc_hd__nor3_1 | 2 | 2 |
| sky130_fd_sc_hd__nand4_4 | 2 | 2 |
| sky130_fd_sc_hd__clkbuf_8 | 0 | 6 |
| sky130_fd_sc_hd__dfrtp_1 | 6 | 6 |
| sky130_fd_sc_hd__nor2_1 | 10 | 10 |
| sky130_fd_sc_hd__xor2_1 | 9 | 9 |
| sky130_fd_sc_hd__ha_1 | 5 | 5 |
| sky130_fd_sc_hd__dfxtp_1 | 20 | 20 |
| sky130_fd_sc_hd__clkdlybuf4s50_1 | 0 | 8 |
| sky130_fd_sc_hd__nand2_1 | 13 | 13 |
| sky130_fd_sc_hd__nor2b_1 | 2 | 2 |
| sky130_fd_sc_hd__edfxtp_1 | 6 | 6 |
| sky130_fd_sc_hd__and2_1 | 4 | 4 |
| sky130_fd_sc_hd__nand4_1 | 5 | 5 |
| sky130_fd_sc_hd__nor4_4 | 2 | 2 |
| sky130_fd_sc_hd__inv_1 | 6 | 6 |
| sky130_fd_sc_hd__nand3_1 | 7 | 7 |
| sky130_fd_sc_hd__and3_1 | 3 | 3 |
==> kinds of logic after synthesis <==
| kind of cell | after synthesis | share of synthesized area |
|---|---|---|
| adder cells (fa/ha/maj) | 5 | 0.04344 |
| XOR/XNOR | 25 | 0.1520 |
| buffers and inverters | 6 | 0.01564 |
| AND/OR/NAND/NOR | 59 | 0.2676 |
| AND-OR/OR-AND | 3 | 0.01390 |
| flip-flops | 32 | 0.5074 |
==> critical path: cells and delay by family (launching register included) <==
family	cells	cell delay, ns
AND/OR/NAND/NOR	3	0.56
flip-flops	1	0.45
adder cells (fa/ha/maj)	1	0.19
buffers and inverters	1	0.23
==> power by group <==
part	internal, mW	total, mW	switching, mW
clock network	0.266	0.479	0.213
registers	0.624	0.624	0
logic	0.00335	0.00600	0.00265
==> per-layer routing <==
metal  up-vias  wire length (um)
li1        475                 -
met1       420              1178
met2        12               925
met3         4               123
met4         0                40
met5         -                 0
==> registers in the layout, indices dropped and copies added (netlist names) <==
name                flops
high_activity_time      6
pulse_detected          1
total_time              6
sample_triggered        1
sample_counter         18
==> layout make-up <==
cell class | count | area share
Sequential cell | 32 | 0.4177
Multi-Input combinational cell | 92 | 0.3927
Tap cell | 102 | 0.07296
Timing Repair Buffer | 9 | 0.05007
Clock buffer | 7 | 0.04936
Inverter | 6 | 0.01288
Clock inverter | 1 | 0.004292
==> metrics by stage <==
step,setup WS (ns),cell area (um2)
6_report,0.3818,1749
5_1_grt,0.1722,1749
4_1_cts,0.3846,1749
3_5_place_dp,0.3872,1655
3_3_place_gp,0.4263,1655
2_1_floorplan,0.3837,1440
Power figures rest on the tool's default switching activity, not on a simulated workload.
